### design/flow/run.sh
#!/bin/bash
# OpenROAD 26Q1-2900-gdf79404cd8, Yosys 0.63+post, stock flow scripts
make -C /OpenROAD-flow-scripts/flow DESIGN_CONFIG=/design/flow/config.mk WORK_HOME=/design/flow/orfs finish
### design/flow/config.mk
export PLATFORM = sky130hd
export DESIGN_NAME = Lab3_BCD_OPG_structure
export DESIGN_NICKNAME = Lab3_BCD_OPG_structure
export VERILOG_FILES = /design/flow/design.v
export SDC_FILE = /design/flow/constraint.sdc
export NUM_CORES = 4
export LEC_CHECK = 1
export CORE_AREA = 10 10 70 70
export DIE_AREA = 0 0 80 80
### design/flow/constraint.sdc
current_design Lab3_BCD_OPG_structure

set clk_period 1.2
set clk_io_pct 0.2

create_clock -name clk0 -period $clk_period [get_ports {clock}]

set non_clock_inputs [all_inputs -no_clocks]
set_input_delay [expr $clk_period * $clk_io_pct] -clock clk0 $non_clock_inputs
set_output_delay [expr $clk_period * $clk_io_pct] -clock clk0 [all_outputs]
### design/flow/design.v
`timescale 1ns/100ps
module D_ff_AR(Q, D, clock, reset);
    output Q;
    input  D, clock, reset;
    reg    Q;
    always @(posedge clock, negedge reset)
        if(!reset)Q <= 1'b0;
        else Q <= D;
endmodule
`timescale 1ns/100ps
module Lab3_BCD_OPG_structure (output z,
                               input x, clock, reset);
    wire DA, DB, DC;
    wire A, B, C;
    assign DA = ((~(A))&B)|(A&(~(B)))|((~(A))&C&x);
    assign DB = (A&(~(B)))|((~(B))&(~(C))&x)|((~(A))&B&C)|((~(A))&C&(~(x)));
    assign DC = ((~(B))&(~(x)))|((~(A))&(~(C))&(~(x)))|((~(A))&B&x);
    assign z = (A&B&(~(C))&(~(x)))|(A&C&x);
    D_ff_AR M0(A, DA, clock, reset);
    D_ff_AR M1(B, DB, clock, reset);
    D_ff_AR M2(C, DC, clock, reset);
endmodule
==> flow_summary_export.csv <==
group,metric,value,unit
outcome,status,"finished with violations",
outcome,failed_checks,"negative setup slack",
logic_synthesis,synth-warning-count,1,
logic_synthesis,yosys.cell_types.count,11,
final_timing,layout_setup_ws,-104,ps
route,uppermost_metal_layer_occupied_by_signal_nets,"met4",
global_routing,grt_max_degree,5,
job,maxCapViolCount,0,
logic_synthesis,postSynthAreaPerCell,10.5,µm²
worst_setup_path,r2r_end,"M1.Q",
route,drtAntennaViolNets,0,
clocking,path_clk_slew,40,ps
final_timing,final_max_slew_violation_count,0,
logic_synthesis,synth_flop_count,3,
power,power_leakage,0.151,nW
worst_setup_path,worst-setup-path-type,"reg -> reg",
worst_setup_path,ff2ff_setup_slack,-100,ps
final_timing,maximum_clock_frequency,767,MHz
global_routing,wire_length_of_the_first_global_routing_pass,807,µm
worst_hold_path,hold_class,"in -> async",
finish,fillerInstances,404,
route,wire_per_inst,6.13,µm
clocking,cts_hold_repair_buffers,0,
final_timing,max_slew_margin,89.1,%
floorplanning,ios,4,
placement,placedCellCount,72,
clocking,tritoncts_sink_count,3,
power,fin_total_pwr,0.829,mW
worst_setup_path,cp.required,1310,ps
floorplanning,core-area,3420,µm²
route,drtIter0Drc,0,
final_timing,hold-worst-slack,188,ps
worst_setup_path,worst-r2r-cell-count,6,
placement,port_buffers,3,
finish,layout-drive-gt1-share,48.4,%
logic_synthesis,syn_area,179,µm²
worst_setup_path,path_cells,"buf_6, inv_4, buf_6, ha_4, o21bai_1, a221o_1",
clocking,tritoncts_clock_tree,"yes",
route,drt-total-wl,472,µm
clocking,clk_root_buffer_cell,"sky130_fd_sc_hd__clkbuf_4",
floorplanning,fp.dieH,80,µm
worst_setup_path,crit_path_start_kind,"flip-flop",
global_routing,grt_remaining_overflow,0,
finish,mi_logic_area,111,µm²
final_timing,rsz0062_at_grt,"yes",
clocking,clk_latency,230,ps
route,met3WireLength,2,µm
route,vias,182,
floorplanning,die_width,80,µm
worst_setup_path,path_common_cell,"sky130_fd_sc_hd__buf_6",
final_timing,finalCritPeriodShare,109,%
global_routing,grt_pass1_vias,199,
power,power_density,2280,nW/µm²
finish,areaGrowthSynthToFinish,103,%
placement,dp_hpwl,349,µm
clocking,cts_inserted_buffers,3,
worst_setup_path,cp_max_fo,2,
route,route.antenna.diode_count,0,
logic_synthesis,synth.yosys.seq_area_share,42.0,%
logic_synthesis,chip_area_estimate_from_yosys_synthesis,179,µm²
logic_synthesis,synth.yosys.num_cells,17,
floorplanning,rows,21,
worst_setup_path,max_stage_delay,360,ps
floorplanning,die-area,6400,µm²
finish,final_common_cell,"sky130_fd_sc_hd__buf_4",
worst_setup_path,critical_path_arrival,1420,ps
global_routing,grt_use_total,1.51,%
power,vdd_ir_drop_max,0.267,mV
finish,layoutNonFillerInstCount,77,
route,met1_length,149,µm
clocking,cts_max_level,1,
final_timing,final_critical_period,1300,ps
final_timing,finalHoldViolations,0,
worst_setup_path,end_kind,"flip-flop",
floorplanning,floorplan.initialDensity,5.24,%
finish,final-seq-area,75.1,µm²
route,wl_met2,284,µm
route,number_of_remaining_drc_errors,0,
final_timing,setup_viol_count_final,2,
worst_setup_path,r2r_start,"M0.Q",
finish,layout_top_cells,"sky130_fd_sc_hd__buf_4, sky130_fd_sc_hd__dfrtp_1, sky130_fd_sc_hd__clkbuf_4",
global_routing,grt_antenna_before_repair,0,
final_timing,tightest_slew,161,ps
logic_synthesis,postSynthCellCount,17,
final_timing,final.setup_skew,0.0291,ps
clocking,cts-root-to-sink-buffers,2,
worst_setup_path,slowest_stage,"sky130_fd_sc_hd__dfrtp_1",
route,drt_pass_1_iters,1,
job,stage_log_warning_count,29,
route,vias_per_cell,2.36,
placement,gp_congestion,0.730,
-- stage by stage --
step / utilization (%) / worst slack (ps) / TNS, ps / area, µm²
after floorplan: - / 13.8 / 0 / 179
after global placement: 9.12 / -491 / -708 / 312
after detailed placement: 9.12 / -507 / -762 / 312
after CTS: 10.7 / -139 / -253 / 364
after global routing: 10.7 / -153 / -306 / 364
final: 10.7 / -104 / -181 / 364
-- cells in the mapped netlist --
cell type | n | area, µm²
sky130_fd_sc_hd__dfrtp_1 | 3 | 75.1
sky130_fd_sc_hd__o22ai_1 | 1 | 6.26
sky130_fd_sc_hd__nand2_1 | 1 | 3.75
sky130_fd_sc_hd__o21bai_1 | 1 | 7.51
sky130_fd_sc_hd__mux2_2 | 1 | 11.3
sky130_fd_sc_hd__nor2_1 | 1 | 3.75
sky130_fd_sc_hd__ha_1 | 3 | 37.5
sky130_fd_sc_hd__inv_1 | 2 | 7.51
sky130_fd_sc_hd__a221o_1 | 1 | 10.0
sky130_fd_sc_hd__nand2b_1 | 1 | 6.26
sky130_fd_sc_hd__o21ai_0 | 2 | 10.0
-- critical path, delay by kind of cell, from the launching register on --
kind	cells	cell delay [ps]
AND-OR/OR-AND	2	440
flip-flops	1	360
buffers and inverters	3	250
adder cells (fa/ha/maj)	1	140
-- where the power goes --
part / internal [mW] / switching, mW / total [mW]
Sequential: 0.157 / 0.0415 / 0.199
Combinational: 0.269 / 0.184 / 0.454
Clock: 0.125 / 0.0520 / 0.177
-- state kept, by name, indices dropped and copies added, names as in the netlist --
| signal | count |
|---|---|
| M0.Q | 1 |
| M1.Q | 1 |
| M2.Q | 1 |
-- cell type report --
type | count | area share, %
Sequential cell | 3 | 20.6
Clock buffer | 4 | 7.22
Tap cell | 46 | 15.8
Timing Repair Buffer | 10 | 23.0
Multi-Input combinational cell | 12 | 30.6
Inverter | 2 | 2.75
-- how the worst max path moves through the flow --
stage / from / slack, ps / cells after the start / to
global route: M0.Q / -150 / 6 / M1.Q
finish: M0.Q / -100 / 6 / M1.Q
CTS: M0.Q / -140 / 6 / M1.Q
-- metal layers --
| layer | up-vias | GRT usage [%] |
|---|---|---|
| met5 | - | 0 |
| met4 | 0 | 1.23 |
| met3 | 4 | 0.227 |
| met2 | 4 | 2.89 |
| met1 | 85 | 1.33 |
| li1 | 89 | - |
-- kinds of logic after synthesis --
group / share of synthesized area (%)
AND-OR/OR-AND: 18.9
adder cells (fa/ha/maj): 21.0
AND/OR/NAND/NOR: 7.69
flip-flops: 42.0
buffers and inverters: 4.20
multiplexers: 6.29
-- repair_timing --
action / in CTS / in global routing
buffers inserted: 2 / 0
setup endpoints to repair: 2 / 2
pin swaps: 4 / 1
cloned: 0 / 0
resized: 11 / 0
No activity file was given, so power comes from the tool's default toggle rates.
