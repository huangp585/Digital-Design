## flow/config.mk

```make
export PLATFORM = sky130hd
export DESIGN_NAME = Lab3_BCD_OPG_state_diagram
export DESIGN_NICKNAME = Lab3_BCD_OPG_state_diagram
export VERILOG_FILES = /design/flow/design.v
export SDC_FILE = /design/flow/constraint.sdc
export NUM_CORES = 4
export LEC_CHECK = 1
export CORE_AREA = 10 10 70 70
export DIE_AREA = 0 0 80 80
```

## flow/constraint.sdc

```tcl
current_design Lab3_BCD_OPG_state_diagram

set clk_period 1.9
set clk_io_pct 0.2

create_clock -name clk0 -period $clk_period [get_ports {clock}]

set non_clock_inputs [all_inputs -no_clocks]
set_input_delay [expr $clk_period * $clk_io_pct] -clock clk0 $non_clock_inputs
set_output_delay [expr $clk_period * $clk_io_pct] -clock clk0 [all_outputs]
```

## flow/design.v

```verilog
`timescale 1ns/100ps
module Lab3_BCD_OPG_state_diagram (output z, 
                                   input x, clock, reset);
    reg [2:0] state;
    reg [2:0] next_state;
    reg z;
    parameter [2:0]S0 = 3'b000, S1 = 3'b001, 
                   S2 = 3'b010, S3 = 3'b011,
                   S4 = 3'b100, S5 = 3'b101, 
                   S6 = 3'b110, S7 = 3'b111;
    always @(posedge clock, negedge reset)
            if (~reset)
                state <= S0;
            else       
                state <= next_state;
    always @(*)
        case (state)
            S0 : if(x)
                  next_state = S2;  
                 else 
                  next_state = S1;
            S1 : if(x)
                  next_state = S4; 
                 else next_state = S3;  
            S2 : if(~x)next_state = S5;  
            S3 : if(x) next_state = S7;  
                 else next_state = S6;   
            S4 : if(x)next_state = S6;  
                 else next_state = S7;   
            S5 : if(~x)next_state = S7;  
            S6 : next_state = S0;   
            S7 : next_state = S0;  
           endcase
    always @(state, x)
        case (state)
            S0, S1, S2, S3, S4 : z = 1'b0; 
            S6 : z = ~x;
            S5, S7 : z = x;
        endcase
endmodule
```

## flow/run.sh

```bash
#!/bin/bash
# OpenROAD 26Q1-2900-gdf79404cd8, Yosys 0.63+post, stock flow scripts
make -C /OpenROAD-flow-scripts/flow DESIGN_CONFIG=/design/flow/config.mk WORK_HOME=/design/flow/orfs finish
```

==> results.txt <==
Status on the layout run. The final max-slew violation count recorded for this run is 0. In the synthesized netlist the dominant register cell turns out to be sky130_fd_sc_hd__dlxtn_1. The leakage component of the power was reported as 0.000139 µW. Total clock buffers created by CTS landed at 3. Pre-placement core utilization landed at 7.66%.

The post-synth count of flops with an enable pin is 0. Chip area landed at 0.00640 mm². The timer found 3 register pins that no clock reaches; their paths are not timed. Number of buffers inserted to repair setup after CTS landed at 0. Per the timing report, the achievable frequency comes out to 0.583 GHz. Warnings raised by the tools during the run amount to 25. The run finished with clean final reports. Total number of yosys warnings landed at 1. Per the gpl log, the routability congestion estimate is 0.619. Tally of unique sky130hd cells used after synthesis landed at 17. Time the worst path needs with I/O delays and setup landed at 1720 ps. Count of placed standard cells including taps landed at 74.

Setup slack on the worst path after placement came out at -295 ps. TritonCTS built the clock tree. Number of gates given a new drive strength after cts landed at 2. Remaining antenna violation count landed at 0. By startpoint and endpoint, the worst setup path is classified as primary input to output port. Per the CTS log, the buffer count on the longest clock path is 2. Combinational logic is responsible for 6.3% of the overall power. The first routing iteration left 4 violations. The first global-routing pass estimated 772 µm of wire. The synthesized netlist handed to floorplanning was reported with a cell count of 24. By area the synthesized netlist is led by sky130_fd_sc_hd__dfrtp_1 29%, sky130_fd_sc_hd__dlxtn_1 17%, sky130_fd_sc_hd__buf_6 8.6%. Post-route period utilization is reported as 90.4%. The worst pin sits at a relative slew slack of 82.7%.

In the Yosys report the total cell count is 24. The worst setup path is captured at an output port. Before any placement, the netlist area is recorded as 262 µm². Post-route DRC violation count landed at 0. Per the CTS log, the root buffer master is sky130_fd_sc_hd__clkbuf_4. In the final routed layout, each cell accounts on average for 5.99 µm. Power dissipated by switching net loads landed at 38.2 µW.

Standard cell core area landed at 0.00342 mm². Number of violations of the max-capacitance limit landed at 0. For this run, the detailed router's first-pass iteration total came to 2. 4 I/O pins were placed. Share of post-route cells with drive strength above 1 landed at 25.0%. The flow reported a cell area power density of 508 mW/mm². STA reports the tightest min-delay check as being of type primary input to async pin. Number of buffers inserted by port buffering landed at 3. Number of hold-repair buffers added at the cts stage landed at 0.

Largest net degree at the start of global routing landed at 11. Global routing used 1.46% of the available tracks across all layers. The worst setup path is launched from a primary input.

In this run the vertical extent of the chip is 80 µm. Worst path required time landed at 1520 ps. Power share of the clock group landed at 59.0%. The largest total area in the synthesized netlist belongs to sky130_fd_sc_hd__dfrtp_1. The top cell type by area accounts for 28.7% of the synthesized area. Of all flip-flops after synthesis, the portion carrying an async set or reset was 50.0%.

The final report lists a non-filler cell total of 78. Number of antenna violations at the first check in global routing landed at 0. Number of endpoints with negative hold slack in the final report landed at 0. For the pin with the worst max-slew slack, the measured transition is 260 ps. Total grt overflow landed at 0. Via count of the routed design landed at 200. In the synthesis report, Yosys lists the chip area as 262 µm². Worst-case vdd ir drop landed at 0.0000937 V. Internal power landed at 151 µW. Number of fill cells in the layout landed at 402. For this run, the script counts the antenna cells in the layout as 0. After clock tree synthesis, the clock-pin slew on the worst setup and hold paths is 40 ps.

The critical path maximum fanout is 2. The switching portion of total power comes to 20.2%. Synthesis inferred 6 register bits. Die extent in x landed at 80 µm.

Core utilization of the finished layout landed at 10.9%. On the critical path the data arrives at 1340 ps. 6 endpoints have no timing constraint. The number of global-route vias before repair came to 180. Area added between synthesis and finish landed at 42.6%. Fraction of power consumed by sequential logic landed at 34.7%. Per-cell via count in the routed design landed at 2.56. Counting instances in the post-synthesis netlist gives the leading cell types as 3 x sky130_fd_sc_hd__dfrtp_1, 3 x sky130_fd_sc_hd__dlxtn_1, 2 x sky130_fd_sc_hd__a211oi_1, 2 x sky130_fd_sc_hd__buf_6, 2 x sky130_fd_sc_hd__or3b_1.

Routed wire length landed at 467 µm. Worst hold slack landed at 327 ps. The final timing report counts setup violations totalling 0. Setup repair after global routing left no endpoint under its margin.

Averaged over all synthesized cells, the footprint is 10.9 µm². Final worst-path setup slack landed at 183 ps. Level count of the clock H-tree landed at 1. Cell row count landed at 21.
==> state kept, by name, indices dropped and copies added (netlist names) <==
name        cells
state           3
next_state      3
==> power groups by stage <==
| stage | clock [µW] | combinational [µW] | sequential (µW) |
|---|---|---|---|
| final | 112 | 11.9 | 65.7 |
| after global routing | 132 | 13.3 | 65.7 |
| after CTS | 118 | 12.2 | 65.7 |
==> per-stage QoR <==
stage	instance area, µm²	total power, µW	setup TNS, ps
2_1_floorplan	262	70.2	0
3_3_place_gp	349	79.6	-298
3_5_place_dp	349	79.7	-295
4_1_cts	373	196	0
5_1_grt	373	211	0
6_report	373	189	0
==> how the worst max path moves through the flow <==
stage         from  endpoint  slack [ps]  cells after the start
finish           x         z         180                      4
global route     x         z         150                      4
CTS              x         z         160                      4
==> critical path, cell delays in order <==
cell                            delay [ps]
sky130_fd_sc_hd__dlygate4sd2_1         250
sky130_fd_sc_hd__or3b_1                390
sky130_fd_sc_hd__a21boi_2              120
sky130_fd_sc_hd__dlygate4sd2_1         200
==> kinds of logic after synthesis <==
| family | synth area share [%] |
|---|---|
| AND/OR/NAND/NOR | 25.4 |
| buffers and inverters | 8.61 |
| latches | 17.2 |
| flip-flops | 28.7 |
| AND-OR/OR-AND | 20.1 |
==> placed cells by master, fill, tap and decap left out <==
| cell | count |
|---|---|
| sky130_fd_sc_hd__a21boi_2 | 1 |
| sky130_fd_sc_hd__nand2_1 | 1 |
| sky130_fd_sc_hd__dfrtp_1 | 3 |
| sky130_fd_sc_hd__a211oi_1 | 2 |
| sky130_fd_sc_hd__clkbuf_4 | 3 |
| sky130_fd_sc_hd__and4bb_2 | 1 |
| sky130_fd_sc_hd__o22ai_1 | 1 |
| sky130_fd_sc_hd__nor3_1 | 1 |
| sky130_fd_sc_hd__dlygate4sd2_1 | 2 |
| sky130_fd_sc_hd__a21oi_1 | 1 |
| sky130_fd_sc_hd__clkbuf_1 | 1 |
| sky130_fd_sc_hd__or3b_1 | 2 |
| sky130_fd_sc_hd__nand2b_1 | 1 |
| sky130_fd_sc_hd__a21boi_1 | 1 |
| sky130_fd_sc_hd__dlxtn_1 | 3 |
| sky130_fd_sc_hd__or2b_1 | 1 |
| sky130_fd_sc_hd__a21boi_0 | 1 |
| sky130_fd_sc_hd__nor2b_1 | 1 |
| sky130_fd_sc_hd__buf_4 | 3 |
| sky130_fd_sc_hd__nand3b_1 | 1 |
| sky130_fd_sc_hd__clkdlybuf4s50_1 | 1 |
==> layout make-up <==
type                       count  area, µm²  share of cell area (%)
multi-input combinational     16        119                    31.9
tap                           46       57.6                    15.4
timing repair buffer           6       50.0                    13.4
sequential                     6        120                    32.2
clock buffer                   4       26.3                    7.05
==> layer usage <==
| metal | vias to the layer above | global-route usage, % | share of wire, % |
|---|---|---|---|
| met5 | - | 0 | 0 |
| met1 | 89 | 2.00 | 50 |
| met3 | 2 | 0.682 | 5.6 |
| met4 | 0 | 1.06 | 4.5 |
| li1 | 103 | - | - |
| met2 | 6 | 1.69 | 40 |
Power and IR drop assume default switching activity.
